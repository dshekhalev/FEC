$ cat flow/config.mk
export PLATFORM = sky130hd
export DESIGN_NAME = codec_mem_dwc_block
export DESIGN_NICKNAME = codec_mem_dwc_block
export VERILOG_FILES = /design/flow/design.v
export SDC_FILE = /design/flow/constraint.sdc
export NUM_CORES = 4
export LEC_CHECK = 1
export CORE_UTILIZATION = 30
export SYNTH_MEMORY_MAX_BITS = 65536
$ cat flow/constraint.sdc
current_design codec_mem_dwc_block

set clk_period 25.3
set clk_io_pct 0.2

create_clock -name clk0 -period $clk_period [get_ports {iclk}]

set non_clock_inputs [all_inputs -no_clocks]
set_input_delay [expr $clk_period * $clk_io_pct] -clock clk0 $non_clock_inputs
set_output_delay [expr $clk_period * $clk_io_pct] -clock clk0 [all_outputs]
$ cat flow/design.v
module codec_mem_dwc_block
#(
  parameter int pWADDR_W  = 8 ,
  parameter int pWDAT_W   = 32 ,  
  parameter int pRADDR_W  = 8+2 ,
  parameter int pRDAT_W   = 8 ,
  parameter bit pPIPE     = 1
)
(
  iclk    ,
  ireset  ,
  iclkena ,
  iwrite  ,
  iwaddr  ,
  iwdat   ,
  iraddr  ,
  ordat
);
  input  logic                  iclk     ;
  input  logic                  ireset   ;
  input  logic                  iclkena  ;
  input  logic                  iwrite   ;
  input  logic [pWADDR_W-1 : 0] iwaddr   ;
  input  logic  [pWDAT_W-1 : 0] iwdat    ;
  input  logic [pRADDR_W-1 : 0] iraddr   ;
  output logic  [pRDAT_W-1 : 0] ordat    ;
  localparam int cDWC_FACTOR      = (pWDAT_W >= pRDAT_W) ? pWDAT_W/pRDAT_W : pRDAT_W/pWDAT_W;
  localparam int cLOG_DWC_FACTOR  = $clog2(cDWC_FACTOR);
  localparam int cRAM_DAT_W       = (pWDAT_W >= pRDAT_W) ? pRDAT_W  : pWDAT_W;
  localparam int cRAM_ADDR_W      = (pWDAT_W >= pRDAT_W) ? pRADDR_W : pWADDR_W;
  bit   [cRAM_DAT_W-1 : 0] mem  [2**cRAM_ADDR_W]  ;
  logic    [pRDAT_W-1 : 0] rdat [2];
  generate
    if (pWDAT_W == pRDAT_W) begin
      always_ff @(posedge iclk) begin
        if (iclkena) begin
          rdat[0] <= mem[iraddr];
          rdat[1] <= rdat[0];
          if (iwrite) begin
            mem[iwaddr] <= iwdat;
          end
        end
      end
    end
    else if (pWDAT_W > pRDAT_W) begin
      always_ff @(posedge iclk) begin
        if (iclkena) begin
          rdat[0] <= mem[iraddr];
          rdat[1] <= rdat[0];
          if (iwrite) begin
            for (int d = 0; d < cDWC_FACTOR; d++) begin
              mem[{iwaddr, d[cLOG_DWC_FACTOR-1 : 0]}] <= iwdat[d*pRDAT_W +: pRDAT_W];
            end
          end  
        end  
      end  
    end
    else begin  
      always_ff @(posedge iclk) begin
        if (iclkena) begin
          for (int d = 0; d < cDWC_FACTOR; d++) begin
            rdat[0][d*pWDAT_W +: pWDAT_W] <= mem[{iraddr, d[cLOG_DWC_FACTOR-1 : 0]}];
          end
          rdat[1] <= rdat[0];
          if (iwrite) begin
            mem[iwaddr] <= iwdat;
          end  
        end  
      end  
    end
  endgenerate
  assign ordat = rdat[pPIPE];
endmodule
$ cat flow/run.sh
#!/bin/bash
# OpenROAD 26Q1-2900-gdf79404cd8, Yosys 0.63+post, stock flow scripts
make -C /OpenROAD-flow-scripts/flow DESIGN_CONFIG=/design/flow/config.mk WORK_HOME=/design/flow/orfs finish
==> notes.md <==
The following summarizes the physical implementation.

Setup path
The critical path's slowest stage uses the library cell nor3_1. STA reports a reg2reg setup slack of 21.18 ns. The launching point of the worst reg2reg path is mem[559][7]$_DFFE_PP_. The biggest cell delay along the critical path is 0.83 ns. The cell sequence reported for the critical path is buf_16, buf_4, buf_4, buf_4, buf_4, buf_4, buf_4, buf_4, buf_4, mux2i_1, o221ai_1, a21oi_1, nor4_1, nand3_1, nor3_1, buf_4, a22oi_1, o2111ai_1. According to the timing report, the data required time at the worst endpoint equals 26.23 ns. Per STA, the startpoint of the critical path is iraddr[0].

The number of cell instances on the worst register-to-register path is 9. For the worst reg-to-reg path, the endpoint reported by OpenROAD is rdat[0][7]$_DFFE_PP_. The most numerous cell type found on the critical path is buf_4.

Along the worst path, the maximum fanout reaches 56. The critical path is of the in2reg type. The capture point of the worst path is rdat[0][1]$_DFFE_PP_.

The category of the worst setup path capture point is a register. The endpoint arrival time on the critical path is 12.90 ns. The kind of launch point of the worst setup path is a primary input.

Route
The post-route antenna net violation count is 0. The vias per cell is 5.14. The post-detailed-route wirelength per cell is 29.4 um. The DRC violation total after the first TritonRoute iteration is 9,791.

In the log, the iteration count for the first detailed-route pass is 6. Across all layers, the routed design uses 153k vias. Per the detailed-route log, wirelength across all metal layers totals 879 mm. The number of remaining DRC errors is 0.

Clock network
The tree is rooted in a clkbuf_16. The clock tree has to reach 8,208 sinks. The worst-case clock buffer depth is 5.

The number of setup buffers added after CTS is 0. The count of hold-fix buffers inserted at cts is 0. The CTS tree is yes. The clock-pin slew of the registers on the worst-case setup and hold paths is 0.07 ns. In this run, post-CTS repair resized a total of 0 instances. Clock tree synthesis inserted a total of 781 buffers. CTS built an H-tree with a depth of 6.

At the later pin of the worst-skew pair, clock insertion delay measures 1.09 ns.

Job
The OpenROAD warning count is 27. The number of maximum-capacitance violations recorded for the run is 0.

Logic synthesis
The gate-level netlist out of Yosys references 69 unique cell types. Yosys reports that the leading cell type by area covers 78.3% of the netlist area. The cell count listed in synth_stat.txt is 14.3k.

The synthesis report lists the Yosys warning total as 2. The most used flip-flop cell is edfxtp_1. The count of mapped cells out of synthesis is 14.3k. Of all flip-flops after synthesis, the portion carrying an async set or reset was 0%.

Sorting the synthesized cells by area gives the leading types as edfxtp_1 (78%), mux4_2 (12%), mux2i_1 (3.4%). In this run, synthesis produced a sequential element count of 8,208. The count of flip-flops with a built-in enable after synthesis is 8,208. A synthesized cell averages 21.9 um2.

Summing every instance area after synthesis gives 315,000 um2. The area recorded from the Yosys report for this design is 315,000 um2. The cell type with the largest total area after synthesis is edfxtp_1. In the Yosys report, the sequential cells make up 78.3% of the chip area.

Global route
The leftover overflow at the end of global routing is 0. The global routing report lists combined usage of all routing layers as 17.8%. Entering global routing, the biggest net connects 82 pins. The number of global-route vias before repair is 168k. The number of antenna violations at the first check in global routing was 44.

The first global-routing pass estimated 1240 mm of wire.

Floorplan
Per the OpenROAD floorplan log, the height of the die is 1.03 mm. According to the floorplan log, the row count is 375. Per the OpenROAD floorplan log, the width of the die is 1.03 mm. The area of the chip is 1,050,000 um2.

The area of the core region is 1,040,000 um2. The floorplan utilization is 30.1%. The number of top-level design ports is 62.

STA
The highest clock rate this design can be run at is 83.5 MHz. The number of hold-slack violations in the final timing report is 0. The headroom to the max-slew limit is 13.2%. The setup TNS is 0 ns. At the pin with the least slew margin, the transition time is 1.29 ns.

The final critical-path required period is 11.97 ns. Across the routed clock network, the largest skew measured is 0.108 ns. The final-report setup violation count is 0. Setup repair after global routing left no endpoint under its margin. OpenROAD reports that the post-layout worst path occupies 47.3% of the period. The total count of max-transition violations in the final report is 0.

Pwr
The maximum VDD drop is 62.6 uV. The leakage power figure is 0.111 uW. Total power for the finished layout comes to 27,500 uW. The power density of the placed cells is 76.3 nW/um2.

Hold path
The kind of path behind the tightest hold check is reg2reg.

Place
Buffers placed on the I/O ports in this run total 60. Detailed placement ended at an HPWL of 521 mm. RePlAce ended its routability-driven mode at a weighted congestion of 0.863.

Layout
The relative area change from synthesis to final layout is 14.7%. Cells with a size suffix above 1 make up 25.2% of the layout.

Run status
The flow ran to the end, and the final reports show no timing, DRC or antenna violations.
area by class of cell:
class | instances | area, um2
clock buffer | 970 | 20600
timing repair buffer | 988 | 8040
multi-input combinational | 5285 | 65200
clock inverter | 396 | 2970
sequential | 8208 | 246000
inverter | 6 | 43.8
fill | 95065 | 684000
tap | 13949 | 17500
antenna | 36 | 90.1
cells by family after synthesis:
logic type / Yosys count / share of synthesized area (%)
buffers and inverters: 853 / 1.64
flip-flops: 8208 / 78.3
multiplexers: 2742 / 15.2
AND-OR/OR-AND: 1507 / 3.39
AND/OR/NAND/NOR: 1036 / 1.52
synthesized netlist by cell type (10+ instances only):
cell	instances
a2111oi_0	23
a211oi_1	85
a21oi_1	236
a221oi_1	83
a22o_1	41
a22oi_1	259
a31oi_1	29
and2_1	10
buf_1	62
buf_2	175
buf_4	128
buf_6	149
buf_8	10
clkbuf_1	322
edfxtp_1	8208
mux2_2	49
mux2i_1	1080
mux4_2	1613
nand2_1	181
nand2b_1	13
nand3_1	118
nand4_1	36
nor2_1	388
nor2b_1	30
nor3_1	143
nor4_1	47
o2111ai_1	19
o211ai_1	39
o21ai_0	142
o221ai_1	272
o22ai_1	228
o31ai_1	10
or3_1	21
per-stage QoR:
stage / hold slack, ns / setup WS [ns] / area, um2 / std cells / util [%]
after floorplan: 0.400 / 15.58 / 315000 / 14346 / -
after global placement: 0.416 / 11.94 / 337000 / 28436 / 32.3
after detailed placement: 0.417 / 11.97 / 337000 / 28436 / 32.3
after CTS: 0.442 / 13.15 / 361000 / 29802 / 34.5
after global routing: 0.453 / 12.80 / 361000 / 29820 / 34.6
final: 0.448 / 13.33 / 361000 / 29838 / 34.6
cell usage in the layout (no fill, tap or decap), types with 22 or more instances in the layout:
master and count:
mux4_2 1613, a211oi_1 81, a221oi_1 80, nor2b_1 23, clkbuf_1 172, o221ai_1 272
buf_4 908, buf_8 35, nor3_1 128, nand2_1 174, clkinv_2 124, a22o_1 41
diode_2 36, a22oi_1 259, buf_12 22, nand3_1 104, nand4_1 36, o211ai_1 39
nor2_1 123, bufinv_16 42, o22ai_1 228, nor4_1 33, nor2_4 183, nor2_2 82
a31oi_1 29, a21oi_1 236, clkinv_1 202, mux2_2 49, clkbuf_16 798, o21ai_0 142
mux2i_1 1080, edfxtp_1 8208
registers in the layout (all words and copies together) (netlist names):
| signal | flops |
|---|---|
| rdat | 16 |
| mem | 8192 |
critical path, delay by kind of cell:
family                 cells  cell delay [ns]
AND/OR/NAND/NOR            3             1.29
buffers and inverters     10             5.29
multiplexers               1             0.16
AND-OR/OR-AND              4             0.80
where the power goes:
group	internal, uW	switching (uW)
combinational	451	1040
sequential	15000	8.62
clock	6170	4890
metal layers:
layer  GRT usage, %  part of all wire [%]  vias to the layer above
met2           25.6                    45                    10669
met3           17.6                    21                     1539
met5           1.71                  0.27                        -
met4           5.10                   3.5                       53
li1               -                     -                    63049
met1           17.8                    30                    78008
how the worst min path moves through the flow:
stage / slack, ns / start / endpoint / cells after the start
6_report: 0.45 / rdat[0][3]$_DFFE_PP_ / rdat[1][3]$_DFFE_PP_ / 0
5_1_grt: 0.45 / rdat[0][3]$_DFFE_PP_ / rdat[1][3]$_DFFE_PP_ / 0
4_1_cts: 0.44 / rdat[0][3]$_DFFE_PP_ / rdat[1][3]$_DFFE_PP_ / 0
Power and IR drop assume default switching activity.
