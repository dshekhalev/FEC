## design.v

```verilog
module codec_buffer_nD_slogic
#(
  parameter int pBNUM_W = 1  
)
(
  iclk     ,
  ireset   ,
  iclkena  ,
  iwfull   ,
  ob_wused ,
  irempty  ,
  ob_rused ,
  oempty   ,
  oemptya  ,
  ofull    ,
  ofulla
);
  input  logic                 iclk      ;
  input  logic                 ireset    ;
  input  logic                 iclkena   ;
  input  logic                 iwfull    ;
  output logic [pBNUM_W-1 : 0] ob_wused  ;   
  input  logic                 irempty   ;
  output logic [pBNUM_W-1 : 0] ob_rused  ;   
  output logic                 oempty    ;   
  output logic                 oemptya   ;   
  output logic                 ofull     ;   
  output logic                 ofulla    ;   
  localparam int cBNUM = 2**pBNUM_W;
  logic   [cBNUM-1 : 0] b_is_busy ;  
  logic [pBNUM_W-1 : 0] b_wused   ;  
  logic [pBNUM_W-1 : 0] b_rused   ;  
  always_ff @(posedge iclk or posedge ireset) begin : flip_flop_logic
    if (ireset) begin
      b_is_busy <= '0;
      b_wused   <= '0;
      b_rused   <= '0;
    end
    else if (iclkena) begin
      for (int i = 0; i < cBNUM; i++) begin
        if (iwfull & (b_wused == i)) begin
          b_is_busy[i] <= 1'b1;
        end
        else if (irempty & (b_rused == i)) begin
          b_is_busy[i] <= 1'b0;
        end
      end
      if ((iwfull & irempty) | (iwfull & ~b_is_busy[b_wused + 1'b1]) | (irempty & b_is_busy[b_wused])) begin
        b_wused <= b_wused + 1'b1;
      end
      if ((iwfull & irempty) | (irempty & b_is_busy[b_rused])) begin
        b_rused <= b_rused + 1'b1;
      end
    end
  end
  assign ob_wused = b_wused;
  assign ob_rused = b_rused;
  assign oempty   = |(~b_is_busy);
  assign oemptya  = &(~b_is_busy);
  assign ofull    = |b_is_busy;
  assign ofulla   = &b_is_busy;
endmodule
module rsc_enc_ibuffer
#(
  parameter int pADDR_W  = 8 ,
  parameter int pDATA_W  = 8 ,
  parameter int pTAG_W   = 8 ,
  parameter int pBNUM_W  = 1 ,   
  parameter bit pPIPE    = 0
)
(
  iclk    ,
  ireset  ,
  iclkena ,
  iwrite  ,
  iwfull  ,
  iwaddr  ,
  iwdata  ,
  iwtag   ,
  iread   ,
  irempty ,
  iraddr0 ,
  ordata0 ,
  iraddr1 ,
  ordata1 ,
  ortag   ,
  oempty  ,
  oemptya ,
  ofull   ,
  ofulla
);
  input  logic                 iclk     ;
  input  logic                 ireset   ;
  input  logic                 iclkena  ;
  input  logic                 iwrite   ;
  input  logic                 iwfull   ;
  input  logic [pADDR_W-1 : 0] iwaddr   ;
  input  logic [pDATA_W-1 : 0] iwdata   ;
  input  logic  [pTAG_W-1 : 0] iwtag    ;
  input  logic                 iread    ;
  input  logic                 irempty  ;
  input  logic [pADDR_W-1 : 0] iraddr0  ;
  output logic [pDATA_W-1 : 0] ordata0  ;
  input  logic [pADDR_W-1 : 0] iraddr1  ;
  output logic [pDATA_W-1 : 0] ordata1  ;
  output logic  [pTAG_W-1 : 0] ortag    ;
  output logic                 oempty   ;  
  output logic                 oemptya  ;  
  output logic                 ofull    ;  
  output logic                 ofulla   ;  
  localparam int cRAM_ADDR_W  = pADDR_W + pBNUM_W;
  localparam int cRAM_DATA_W  = pDATA_W;
  logic [pBNUM_W-1 : 0] b_wused ;  
  logic [pBNUM_W-1 : 0] b_rused ;  
  logic [cRAM_ADDR_W-1 : 0] ram_waddr;
  logic [cRAM_ADDR_W-1 : 0] ram_raddr0;
  logic [cRAM_ADDR_W-1 : 0] ram_raddr1;
  codec_buffer_nD_slogic
  #(
    .pBNUM_W ( pBNUM_W )
  )
  nD_slogic
  (
    .iclk     ( iclk    ) ,
    .ireset   ( ireset  ) ,
    .iclkena  ( iclkena ) ,
    .iwfull   ( iwfull  ) ,
    .ob_wused ( b_wused ) ,
    .irempty  ( irempty ) ,
    .ob_rused ( b_rused ) ,
    .oempty   ( oempty  ) ,
    .oemptya  ( oemptya ) ,
    .ofull    ( ofull   ) ,
    .ofulla   ( ofulla  )
  );
  assign ram_waddr  = {b_wused, iwaddr};
  assign ram_raddr0 = {b_rused, iraddr0};
  assign ram_raddr1 = {b_rused, iraddr1};
  logic [cRAM_DATA_W-1 : 0] ram0 [0 : (2**cRAM_ADDR_W)-1]  ;
  logic [cRAM_DATA_W-1 : 0] ram_pipe0 [0 : 1];
  always_ff @(posedge iclk) begin
    if (iclkena) begin
      if (iwrite) begin
        ram0[ram_waddr] <= iwdata;
      end
      ram_pipe0[0] <= ram0[ram_raddr0];
      ram_pipe0[1] <= ram_pipe0[0];
    end
  end
  assign ordata0 = ram_pipe0[pPIPE];
  logic [cRAM_DATA_W-1 : 0] ram1 [0 : (2**cRAM_ADDR_W)-1]  ;
  logic [cRAM_DATA_W-1 : 0] ram_pipe1 [0 : 1];
  always_ff @(posedge iclk) begin
    if (iclkena) begin
      if (iwrite) begin
        ram1[ram_waddr] <= iwdata;
      end
      ram_pipe1[0] <= ram1[ram_raddr1];
      ram_pipe1[1] <= ram_pipe1[0];
    end
  end
  assign ordata1 = ram_pipe1[pPIPE];
  logic [pTAG_W-1 : 0] tram [0 : (2**pBNUM_W)-1]  ;
  always_ff @(posedge iclk) begin
    if (iclkena) begin
      if (iwfull) begin
        tram [b_wused] <= iwtag;
      end
    end
  end
  assign ortag = tram[b_rused];
endmodule
```

## run.sh

```bash
#!/bin/bash
# OpenROAD 26Q1-2900-gdf79404cd8, Yosys 0.63+post, stock flow scripts
make -C /OpenROAD-flow-scripts/flow DESIGN_CONFIG=/design/flow/config.mk WORK_HOME=/design/flow/orfs finish
```

## config.mk

```make
export PLATFORM = sky130hd
export DESIGN_NAME = rsc_enc_ibuffer
export DESIGN_NICKNAME = rsc_enc_ibuffer
export VERILOG_FILES = /design/flow/design.v
export SDC_FILE = /design/flow/constraint.sdc
export NUM_CORES = 4
export LEC_CHECK = 1
export CORE_UTILIZATION = 40
export SYNTH_MEMORY_MAX_BITS = 65536
```

## constraint.sdc

```tcl
current_design rsc_enc_ibuffer

set clk_period 5.4
set clk_io_pct 0.2

create_clock -name clk0 -period $clk_period [get_ports {iclk}]

set non_clock_inputs [all_inputs -no_clocks]
set_input_delay [expr $clk_period * $clk_io_pct] -clock clk0 $non_clock_inputs
set_output_delay [expr $clk_period * $clk_io_pct] -clock clk0 [all_outputs]
```

==> flow_results.org <==
#+TITLE: Implementation results

** Placed design
- Post-detailed-placement half-perimeter wirelength :: 444 mm
- The buffer_ports step reported a buffer count of 73.
- At the end of routability-driven placement, the weighted congestion stood at 1.01.
- Setup WS pre-CTS :: -0.321 ns
- Including well taps, the total number of placed cells is 17800.

** STA
- In the final report, the number of pins over their slew limit comes to 0.
- Worst-case clock skew :: 0.0632 ns
- The final timing report gives a worst setup slack of 0.522 ns.
- Number of hold violations in the final report :: 0
- Max_slew headroom :: 14.9%
- Unrepaired setup endpoints after global routing :: no
- The final timing report derives a shortest allowable period of 4.88 ns.
- The pin closest to its max-slew limit shows a slew of 1.26 ns.
- Max frequency :: 205 MHz
- Across all hold checks on the routed design, the worst slack comes to 0.239 ns.
- From the final report, the count of setup violators was given as 0.
- For the final routed database, the setup TNS stands at 0 ns.
- Post-route clock period utilization :: 90.3%

** Synth
- Among the non-sequential cells, multiplexers take the most area.
- Of the post-synthesis cell area, the part taken by muxes is 23.6%.
- Per the synth stats, the proportion of register bits with asynchronous set or reset is 0.0968%.
- And-or/or-and share of the synthesized area :: 6.72%
- Yosys warnings :: 4
- The mapped netlist covers 195000 um^2.
- Xor and xnor area share after synthesis :: 0%
- Register bit total from synthesis :: 4132
- Area fraction in full adders, half adders and majority gates :: 0%
- The synthesized design contains 4128 enable-type register cells.
- Fraction of the yosys area taken by sequential cells :: 63.6%
- Chip area estimate from yosys synthesis :: 195000 um^2
- Yosys mapped the design onto 62 distinct sky130hd cell types.
- Simple logic cell fraction of the synthesized area :: 3.49%
- Mean instance size in the synthesized netlist :: 17.1 um^2
- The commonest register cell is sky130_fd_sc_hd__edfxtp_1.
- The number of cells reported by Yosys stat comes to 11400.
- Post-Synthesis Cells :: 11400

** Drt
- Drt drc :: 0
- The first TritonRoute pass finished after 7 iterations.
- Summing over every cut layer, the via total after detailed routing is 119000.
- Per the detailed-route log, wirelength across all metal layers totals 665 mm.
- First-iteration detailed-routing DRC count :: 8995
- Count of antenna-violating nets left after detailed routing :: 0
- WL/cell :: 35.7 um
- Routed vias/inst :: 6.38

** Pwr
- Leakage component of the power :: 71.9 nW
- Post-layout power :: 0.0730 W
- The flow reported a cell area power density of 329 nW/um^2.
- Per the power-grid run, VDD falls by no more than 0.335 mV.

** Min path
- Checking hold timing, the worst path is listed with class primary input to async pin.

** Global route
- Largest net degree at the start of global routing :: 128
- Global-route wire length before repair :: 939 mm
- Antenna violations before repair :: 55
- Vias in the first global route :: 131000
- Summed over all layers, the global routing overflow is 0.
- Global routing used 29.5% of the available tracks.

** Critical path
- At the worst endpoint, the required time is 6.32 ns.
- The capture point of the critical path was reported as ram_pipe0[0][1]$_DFFE_PP_.
- Stage delay of the slowest cell on the critical path :: 0.97 ns
- Type of the worst setup path :: flip-flop to flip-flop
- Destination of the worst register-to-register timing path :: ram_pipe0[0][1]$_DFFE_PP_
- Reg-to-Reg Start :: nD_slogic.b_rused$_DFFE_PP0P_
- Highest net fanout along the worst path :: 21
- Worst-path cell chain :: buf_4 -> nor2_1 -> nand3_1 -> buf_4 -> nor3_1 -> nor4_1 -> buf_4 -> nand4_1 -> nor4b_1 -> buf_4 -> and3_1
- Most frequent CP cell :: sky130_fd_sc_hd__buf_4
- Worst setup SP type :: flip-flop
- The worst setup path is captured at a flip-flop.
- Launch point of the critical path :: nD_slogic.b_rused$_DFFE_PP0P_
- Counting cells, the worst reg-to-reg path comes to 11.
- Reg-to-reg setup timing slack :: 0.52 ns
- Slowest cell on the critical path :: sky130_fd_sc_hd__nor4b_1
- Data arrival at the endpoint of the critical path :: 5.80 ns

** Cells and area
- Post-Layout Cell Count :: 18600
- In this run the layout overhead on the synthesized area is reported as 13.6%.
- # fillers :: 40100
- Share of post-route cells with drive strength above 1 :: 24.3%

** Die
- The die is 700 um wide.
- Die area :: 491000 um^2
- Die boundary height :: 700 um
- The total area inside the core boundary comes to 486000 um^2.
- Before placement the cells fill 40.2% of the core.
- Ports :: 75
- After floorplanning, the core was divided into 256 placement rows.

** Run status
- The run finished with clean final reports.

** Clock tree
- The number of gates resized after CTS was 0.
- Looking at the clock tree report, the root buffer type is sky130_fd_sc_hd__clkbuf_16.
- Looking at the clock tree report, the H-tree level count equals 5.
- CTS Buf Count :: 429
- The clock passes through at most 4 buffers.
- Total of hold buffers inserted after clock tree synthesis :: 0
- Clock tree from TritonCTS :: done
- Clock slew at reported path FFs :: 0.06 ns
- Latency at later pin :: 1.08 ns
- Count of buffers added by post-CTS timing repair for setup :: 0
- The tree built by TritonCTS fans out to 4132 sinks.

** Job
- The logs give a warning total of 91.
- The number of maximum-capacitance violations recorded for the run is 0.
[worst max-delay path, delay by kind of cell (launching register included)]
kind	cells	cell delay, ns
AND/OR/NAND/NOR	7	2.58
flip-flops	1	0.72
buffers and inverters	4	1.39
[report_power, final]
part	internal, W	leakage, nW	switching (W)
Sequential	0.0354	37.2	0.000193
Clock	0.0174	6.87	0.0127
Combinational	0.00249	27.9	0.00482
[layout make-up]
type                            count  area (um^2)  area share, %
Sequential cell                  4132       124000           56.0
Multi-Input combinational cell   6289        66300           29.9
Clock buffer                      516        11200           5.07
Timing Repair Buffer              922         8850           3.99
Tap cell                         6450         8070           3.64
Clock inverter                    280         2970           1.34
Antenna cell                       31         77.6         0.0350
Inverter                           13         73.8         0.0333
[placed cells by master (no fill, tap or decap), types with 69 or more instances in the layout]
cell type	Yosys	layout
sky130_fd_sc_hd__nor3_1	195	194
sky130_fd_sc_hd__clkinv_2	0	76
sky130_fd_sc_hd__mux4_2	1360	1360
sky130_fd_sc_hd__nor2_1	739	738
sky130_fd_sc_hd__o22ai_1	358	358
sky130_fd_sc_hd__a21oi_1	337	337
sky130_fd_sc_hd__clkinv_1	3	94
sky130_fd_sc_hd__edfxtp_1	4128	4128
sky130_fd_sc_hd__buf_12	7	133
sky130_fd_sc_hd__mux2i_1	1495	1495
sky130_fd_sc_hd__nand3_1	89	85
sky130_fd_sc_hd__clkbuf_16	0	437
sky130_fd_sc_hd__nand4_1	69	69
sky130_fd_sc_hd__clkbuf_1	487	79
sky130_fd_sc_hd__o21ai_0	222	222
sky130_fd_sc_hd__o221ai_1	660	660
sky130_fd_sc_hd__buf_4	139	716
sky130_fd_sc_hd__nand2_1	278	261
[layer usage]
| metal | share of wire (%) | up-vias | GRT usage, % |
|---|---|---|---|
| met5 | 0.36 | - | 3.20 |
| met4 | 5.1 | 85 | 11.4 |
| met3 | 19 | 1398 | 24.5 |
| met2 | 45 | 8239 | 41.6 |
| met1 | 31 | 60000 | 32.7 |
| li1 | - | 49100 | - |
[synthesized netlist by cell type, drive strengths merged (22+ instances only)]
cell type | count | area [um^2]
nor4 | 62 | 388
o22ai | 358 | 2240
clkbuf | 489 | 1840
o221ai | 667 | 5890
nand3 | 89 | 445
nand4 | 69 | 432
nand2 | 278 | 1040
edfxtp | 4128 | 124000
o22a | 22 | 193
mux4 | 1362 | 30700
o21ai | 222 | 1110
mux2i | 1495 | 15000
and3 | 22 | 138
mux2 | 41 | 462
a21oi | 337 | 1690
nor3 | 195 | 976
o2bb2ai | 32 | 280
nor2 | 739 | 2770
a22oi | 51 | 383
buf | 467 | 3160
o31ai | 26 | 195
[sequential cells by signal, summed over array words and instances, names as in the netlist]
| name | cells |
|---|---|
| tram | 16 |
| nD_slogic.b_rused | 1 |
| ram1 | 4080 |
| ram_pipe1 | 8 |
| ram_pipe0 | 8 |
| nD_slogic.b_is_busy | 2 |
| ram0 | 16 |
| nD_slogic.b_wused | 1 |
[worst min-delay path by stage]
stage	endpoint	slack (ns)	cells past startpoint
finish	nD_slogic.b_wused$_DFFE_PP0P_	0.24	2
global route	nD_slogic.b_is_busy[0]$_DFFE_PP0P_	0.25	2
CTS	nD_slogic.b_is_busy[0]$_DFFE_PP0P_	0.18	2
[per-stage QoR]
step | util (%) | instance area, um^2
CTS | 45.6 | 222000
finish | 45.6 | 222000
detailed placement | 42.7 | 207000
floorplan | - | 195000
global placement | 42.7 | 207000
global route | 45.6 | 222000
[cells by family after synthesis]
logic type	after synthesis
flops	4132
mux	2898
compound gates	1851
simple gates	1540
buf+inv	969
Power and IR drop assume default switching activity.
