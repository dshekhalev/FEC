$ cat flow/config.mk
export PLATFORM = sky130hd
export DESIGN_NAME = codec_map_dec_input_ram
export DESIGN_NICKNAME = codec_map_dec_input_ram
export VERILOG_FILES = /design/flow/design.v
export SDC_FILE = /design/flow/constraint.sdc
export NUM_CORES = 4
export LEC_CHECK = 1
export CORE_UTILIZATION = 40
export SYNTH_MEMORY_MAX_BITS = 65536
$ cat flow/constraint.sdc
current_design codec_map_dec_input_ram

set clk_period 163.5
set clk_io_pct 0.2

create_clock -name clk0 -period $clk_period [get_ports {irclk}]
create_clock -name clk1 -period $clk_period [get_ports {iwclk}]

set non_clock_inputs [all_inputs -no_clocks]
set_input_delay [expr $clk_period * $clk_io_pct] -clock clk0 $non_clock_inputs
set_output_delay [expr $clk_period * $clk_io_pct] -clock clk0 [all_outputs]
$ cat flow/design.v
module codec_map_dec_input_ram
#(
  parameter int pDATA_W = 32 ,
  parameter int pADDR_W =  8 ,
  parameter bit pAPIPE  =  0 ,   
  parameter bit pDPIPE  =  0     
)
(
  ireset   ,
  iwclk    ,
  iwclkena ,
  iwrite   ,
  iwaddr   ,
  iwdata   ,
  irclk    ,
  irclkena ,
  iread    ,
  iraddr0  ,
  ordata0  ,
  iraddr1  ,
  ordata1
);
  input  logic                 ireset   ;
  input  logic                 iwclk    ;
  input  logic                 iwclkena ;
  input  logic                 iwrite   ;
  input  logic [pADDR_W-1 : 0] iwaddr   ;
  input  logic [pDATA_W-1 : 0] iwdata   ;
  input  logic                 irclk    ;
  input  logic                 irclkena ;
  input  logic                 iread    ;
  input  logic [pADDR_W-1 : 0] iraddr0  ;
  output logic [pDATA_W-1 : 0] ordata0  ;
  input  logic [pADDR_W-1 : 0] iraddr1  ;
  output logic [pDATA_W-1 : 0] ordata1  ;
  localparam int cADDR_W  = pADDR_W - 1;
  bit   [pDATA_W-1 : 0] ram0 [2**cADDR_W]  ;
  bit   [pDATA_W-1 : 0] ram1 [2**cADDR_W]  ;
  logic [cADDR_W-1 : 0] waddr;
  logic                 rsel;
  logic [cADDR_W-1 : 0] raddr0;
  logic [cADDR_W-1 : 0] raddr1;
  logic [pDATA_W-1 : 0] rdata0;
  logic [pDATA_W-1 : 0] rdata1;
  wire wsel     = iwaddr[0];
  wire write0   = iwrite &  wsel;
  wire write1   = iwrite & !wsel;
  assign waddr  = iwaddr[pADDR_W-1 : 1];
  always_ff @(posedge iwclk) begin
    if (iwclkena) begin
      if (write0) begin
        ram0[waddr] <= iwdata;
      end
      if (write1) begin
        ram1[waddr] <= iwdata;
      end
    end
  end
  generate
    if (pAPIPE) begin
      always_ff @(posedge irclk) begin
        if (irclkena) begin
          rsel   <= iraddr0[0];
          raddr0 <= iraddr0[0] ? iraddr0[pADDR_W-1 : 1] : iraddr1[pADDR_W-1 : 1];
          raddr1 <= iraddr0[0] ? iraddr1[pADDR_W-1 : 1] : iraddr0[pADDR_W-1 : 1];
        end
      end
    end
    else begin
      assign rsel   = iraddr0[0];
      assign raddr0 = iraddr0[0] ? iraddr0[pADDR_W-1 : 1] : iraddr1[pADDR_W-1 : 1];
      assign raddr1 = iraddr0[0] ? iraddr1[pADDR_W-1 : 1] : iraddr0[pADDR_W-1 : 1];
    end
  endgenerate
  logic rsel_out;
  always_ff @(posedge irclk) begin
    if (irclkena) begin
      rsel_out  <= rsel;
      rdata0    <= ram0[raddr0];
      rdata1    <= ram1[raddr1];
    end
  end
  generate
    if (pDPIPE) begin
      always_ff @(posedge irclk) begin
        if (irclkena) begin
          ordata0 <= rsel_out ? rdata0 : rdata1;
          ordata1 <= rsel_out ? rdata1 : rdata0;
        end
      end
    end
    else begin
      assign ordata0 = rsel_out ? rdata0 : rdata1;
      assign ordata1 = rsel_out ? rdata1 : rdata0;
    end
  endgenerate
endmodule
$ cat flow/run.sh
#!/bin/bash
# OpenROAD 26Q1-2900-gdf79404cd8, Yosys 0.63+post, stock flow scripts
make -C /OpenROAD-flow-scripts/flow DESIGN_CONFIG=/design/flow/config.mk WORK_HOME=/design/flow/orfs finish
==> insert_results.sql <==
-- physical implementation figures
INSERT INTO impl_metrics (metric_group, metric, value, unit) VALUES
('drt', 'wirelength', '1065000', 'um'),
('yosys', 'synth_cell_types', '67', ''),
('power_and_ir_drop', 'power_dens_cells', '12.11', 'nW/um2'),
('floorplan', 'design.portCount', '127', ''),
('yosys', 'async_s_r_ff_share_synth', '0', '%'),
('power_and_ir_drop', 'vdd.ir_drop.worst', '0.01190', 'mV'),
('grt', 'grt_max_degree', '105', ''),
('setup_path', 'critical_path_required', '163.62', 'ns'),
('yosys', 'syn_avg_cell_area', '15.30', 'um2'),
('outcome', 'run_status', 'finished clean', ''),
('place', 'dpl_cell_area', '344900', 'um2'),
('yosys', 'netlist_instances', '21272', ''),
('drt', 'post_drt_wl_per_cell', '31.81', 'um'),
('worst_hold_path', 'hold_path_startpoint', 'ram1[123][25]', ''),
('grt', 'grt_antenna_before_repair', '109', ''),
('place', 'place_congestion', '0.9287', ''),
('worst_hold_path', 'whs_endpoint', 'rdata1[25]', ''),
('floorplan', 'die_width', '903.9', 'um'),
('setup_path', 'endpoint_kind', 'flip-flop', ''),
('setup_path', 'critPathKind', 'input pin to flip-flop', ''),
('floorplan', 'coreArea', '808900', 'um2'),
('run', 'drv_cap', '0', ''),
('cts', 'post-cts-setup-buffers', '0', ''),
('drt', 'post-route-drc-count', '0', ''),
('yosys', 'cell_count_in_the_yosys_report', '21272', ''),
('setup_path', 'cp_data_arrival_time', '40.63', 'ns'),
('cells_and_area', 'area_growth_syn_to_layout', '13.57', '%'),
('place', 'hpwlAfterDp', '628300', 'um'),
('grt', 'grt.overflow.total', '0', ''),
('cts', 'clock_pin_slew_on_the_worst_setup_and_hold_paths', '0.14', 'ns'),
('sta', 'setup_viol', '0', ''),
('cts', 'cts-hold-fix-buffers', '0', ''),
('place', 'place.port_buffers', '122', ''),
('yosys', 'synthesis.area', '325400', 'um2'),
('grt', 'grt_pass1_vias', '198636', ''),
('floorplan', 'fp-utilization', '40.23', '%'),
('drt', 'vias', '193721', ''),
('yosys', 'ys_seq_share', '76.20', '%'),
('cts', 'clock_sinks', '8257', ''),
('yosys', 'number_of_enable_flip_flop_cells', '8257', ''),
('sta', 'slew_violations', '0', ''),
('cells_and_area', 'stdcell_area', '369600', 'um2'),
('cells_and_area', 'finish.utilization', '45.69', '%'),
('yosys', 'ys_top_cells_by_area', 'sky130_fd_sc_hd__edfxtp_1 76%, sky130_fd_sc_hd__mux2i_1 5.5%, sky130_fd_sc_hd__nand2_1 4.7%, sky130_fd_sc_hd__nand3_1 2.7%, sky130_fd_sc_hd__o221ai_1 2.1%', ''),
('grt', 'global_route_wire_length_before_repair', '1487000', 'um'),
('sta', 'timing_hold_violations_final', '0', ''),
('worst_hold_path', 'min-delay-path-class', 'flip-flop to flip-flop', ''),
('yosys', 'syn_warnings', '1', ''),
('floorplan', 'num_rows', '330', ''),
('yosys', 'synth.yosys.chip_area', '325400', 'um2'),
('sta', 'grt_setup_unrepaired', 'false', ''),
('yosys', 'yosys.area.top_type', 'sky130_fd_sc_hd__edfxtp_1', ''),
('setup_path', 'timing.reg2reg.worst_path_depth', '9', ''),
('cells_and_area', 'drive_gt1_share', '12.67', '%'),
('setup_path', 'critPathLaunch', 'iraddr0[0]', ''),
('sta', 'max-slew-margin-rel', '22.90', '%'),
('yosys', 'synthDominantCellAreaShare', '76.20', '%'),
('setup_path', 'timing.reg2reg.setup_slack', '159.22', 'ns'),
('cts', 'cts_tree', 'done', ''),
('drt', 'vias_per_cell', '5.784', ''),
('power_and_ir_drop', 'total_power', '4.474', 'mW'),
('floorplan', 'chip_area', '817100', 'um2'),
('yosys', 'ys_dominant_reg_cell', 'sky130_fd_sc_hd__edfxtp_1', ''),
('floorplan', 'die.size.y', '903.9', 'um'),
('grt', 'groute.usage.overall', '28.12', '%'),
('setup_path', 'timing.critical_path.from_type', 'input pin', ''),
('worst_hold_path', 'hold_depth', '5', ''),
('run', 'warning_count', '40', ''),
('setup_path', 'timing.critical_path.fanout_max', '48', ''),
('drt', 'antenna_left', '0', ''),
('sta', 'tightestPinTransition', '1.148', 'ns'),
('cts', 'ctsResizeCount', '0', ''),
('cells_and_area', 'filler_cell_count', '67676', ''),
('setup_path', 'rr_startpoint', 'ram0[62][27]', ''),
('yosys', 'synth.ff_latch_count', '8257', ''),
('sta', 'setup_tns_final', '0', 'ns'),
('power_and_ir_drop', 'leakage', '122.5', 'nW'),
('drt', 'drt_pass1_iterations', '6', ''),
('setup_path', 'crit-reg2reg-capture', 'rdata0[17]', ''),
('drt', 'drt_iter0_drc', '14294', ''),
('sta', 'hold-worst-slack', '1.859', 'ns');
[routing by layer]
metal  vias up  GRT usage [%]  part of all wire, %
met5         -          2.562                 0.29
met4       112          14.43                  7.0
met3      2441          23.73                   19
met2     13099          38.75                   44
met1     94233          30.22                   30
li1      83836              -                    -
[cell type report]
class                   instances  area [um2]  share of cell area, %
multi-input cells           11634       73200                  19.81
repair buffers               1263       10250                  2.775
clock inverters               444        3276                 0.8863
clock buffers                1016       21170                  5.728
diodes                         82       205.2                0.05552
inverters                       4       15.01               0.004063
well taps                   10790       13500                  3.653
flip-flops and latches       8257      247900                  67.09
[worst max-delay path, stage by stage]
cell and delay, ns:
sky130_fd_sc_hd__buf_4 0.28, sky130_fd_sc_hd__buf_4 0.60, sky130_fd_sc_hd__mux2_8 0.66, sky130_fd_sc_hd__buf_4 0.65
sky130_fd_sc_hd__buf_4 0.64, sky130_fd_sc_hd__buf_4 0.68, sky130_fd_sc_hd__buf_4 0.58, sky130_fd_sc_hd__buf_4 0.58
sky130_fd_sc_hd__buf_4 0.73, sky130_fd_sc_hd__mux4_2 0.62, sky130_fd_sc_hd__a2111oi_2 0.38, sky130_fd_sc_hd__nor3_1 0.16
sky130_fd_sc_hd__a2111oi_1 0.48, sky130_fd_sc_hd__buf_4 0.31, sky130_fd_sc_hd__nor4_2 0.06, sky130_fd_sc_hd__buf_4 0.24
[cell usage in the layout (no fill, tap or decap), types with 176 or more instances in the layout]
cell type                      n
sky130_fd_sc_hd__edfxtp_1   8257
sky130_fd_sc_hd__nand2_1    4064
sky130_fd_sc_hd__mux2i_1    1782
sky130_fd_sc_hd__nand3_1    1771
sky130_fd_sc_hd__buf_4      1118
sky130_fd_sc_hd__a21oi_1    1087
sky130_fd_sc_hd__clkbuf_16   816
sky130_fd_sc_hd__o221ai_1    766
sky130_fd_sc_hd__nor2_4      256
sky130_fd_sc_hd__nor3_1      233
sky130_fd_sc_hd__o21ai_0     225
sky130_fd_sc_hd__clkinv_1    215
sky130_fd_sc_hd__clkbuf_1    200
sky130_fd_sc_hd__a211oi_1    196
sky130_fd_sc_hd__o22ai_1     189
sky130_fd_sc_hd__mux4_2      176
[cells by family (layout without fill, tap and decap cells)]
logic type,after synthesis,after routing,synth area share (%)
muxes,2044,2044,7.027
and+or+nand+nor,6713,6713,8.736
AOI/OAI and AO/OA,2877,2877,5.870
other,0,82,0
buffers and inverters,1381,2727,2.169
DFF,8257,8257,76.20
[synthesized netlist by cell type (49+ instances only)]
library cell,instances
sky130_fd_sc_hd__a2111oi_0,55
sky130_fd_sc_hd__a211oi_1,204
sky130_fd_sc_hd__a21oi_1,1088
sky130_fd_sc_hd__a31oi_1,114
sky130_fd_sc_hd__buf_1,212
sky130_fd_sc_hd__buf_2,356
sky130_fd_sc_hd__buf_4,124
sky130_fd_sc_hd__buf_6,106
sky130_fd_sc_hd__clkbuf_1,566
sky130_fd_sc_hd__edfxtp_1,8257
sky130_fd_sc_hd__mux2_2,69
sky130_fd_sc_hd__mux2i_1,1789
sky130_fd_sc_hd__mux4_2,176
sky130_fd_sc_hd__nand2_1,4085
sky130_fd_sc_hd__nand3_1,1781
sky130_fd_sc_hd__nand4_1,76
sky130_fd_sc_hd__nor2_1,343
sky130_fd_sc_hd__nor3_1,249
sky130_fd_sc_hd__nor4_1,116
sky130_fd_sc_hd__o21ai_0,243
sky130_fd_sc_hd__o221ai_1,766
sky130_fd_sc_hd__o22ai_1,190
sky130_fd_sc_hd__o31ai_1,49
[metrics by stage]
stage / worst slack [ns] / std cells
after floorplan: 128.11 / 21272
after global placement: 122.60 / 31947
after detailed placement: 122.63 / 31948
after CTS: 123.04 / 33408
after global routing: 122.61 / 33468
final: 122.99 / 33490
[state kept, by name (all words and copies together) (netlist names)]
signal    count
ram0       4096
ram1       4096
rdata0       32
rdata1       32
rsel_out      1
[worst max-delay path by stage]
stage	to	slack [ns]
after CTS	rdata0[17]	123.04
final	rdata0[17]	122.99
after global routing	rdata0[17]	122.61
[power breakdown]
part	switching, mW	internal (mW)
Clock	0.795	0.967
Combinational	0.273	0.102
Sequential	0.00264	2.33
Power figures rest on the tool's default switching activity, not on a simulated workload.
