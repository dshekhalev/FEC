==> /design/flow/design.v <==
module codec_buffer_nD_slogic
#(
  parameter int pBNUM_W = 1  
)
(
  iclk     ,
  ireset   ,
  iclkena  ,
  iwfull   ,
  ob_wused ,
  irempty  ,
  ob_rused ,
  oempty   ,
  oemptya  ,
  ofull    ,
  ofulla
);
  input  logic                 iclk      ;
  input  logic                 ireset    ;
  input  logic                 iclkena   ;
  input  logic                 iwfull    ;
  output logic [pBNUM_W-1 : 0] ob_wused  ;   
  input  logic                 irempty   ;
  output logic [pBNUM_W-1 : 0] ob_rused  ;   
  output logic                 oempty    ;   
  output logic                 oemptya   ;   
  output logic                 ofull     ;   
  output logic                 ofulla    ;   
  localparam int cBNUM = 2**pBNUM_W;
  logic   [cBNUM-1 : 0] b_is_busy ;  
  logic [pBNUM_W-1 : 0] b_wused   ;  
  logic [pBNUM_W-1 : 0] b_rused   ;  
  always_ff @(posedge iclk or posedge ireset) begin : flip_flop_logic
    if (ireset) begin
      b_is_busy <= '0;
      b_wused   <= '0;
      b_rused   <= '0;
    end
    else if (iclkena) begin
      for (int i = 0; i < cBNUM; i++) begin
        if (iwfull & (b_wused == i)) begin
          b_is_busy[i] <= 1'b1;
        end
        else if (irempty & (b_rused == i)) begin
          b_is_busy[i] <= 1'b0;
        end
      end
      if ((iwfull & irempty) | (iwfull & ~b_is_busy[b_wused + 1'b1]) | (irempty & b_is_busy[b_wused])) begin
        b_wused <= b_wused + 1'b1;
      end
      if ((iwfull & irempty) | (irempty & b_is_busy[b_rused])) begin
        b_rused <= b_rused + 1'b1;
      end
    end
  end
  assign ob_wused = b_wused;
  assign ob_rused = b_rused;
  assign oempty   = |(~b_is_busy);
  assign oemptya  = &(~b_is_busy);
  assign ofull    = |b_is_busy;
  assign ofulla   = &b_is_busy;
endmodule
module ccsds_turbo_enc_buffer
#(
  parameter int pADDR_W  = 8 ,
  parameter int pDATA_W  = 8 ,
  parameter int pTAG_W   = 8 ,
  parameter int pBNUM_W  = 1 ,   
  parameter bit pPIPE    = 0
)
(
  iclk    ,
  ireset  ,
  iclkena ,
  iwrite  ,
  iwfull  ,
  iwaddr  ,
  iwdata  ,
  iwtag   ,
  iread   ,
  irempty ,
  iraddr0 ,
  ordata0 ,
  iraddr1 ,
  ordata1 ,
  ortag   ,
  oempty  ,
  oemptya ,
  ofull   ,
  ofulla
);
  input  logic                 iclk     ;
  input  logic                 ireset   ;
  input  logic                 iclkena  ;
  input  logic                 iwrite   ;
  input  logic                 iwfull   ;
  input  logic [pADDR_W-1 : 0] iwaddr   ;
  input  logic [pDATA_W-1 : 0] iwdata   ;
  input  logic  [pTAG_W-1 : 0] iwtag    ;
  input  logic                 iread    ;
  input  logic                 irempty  ;
  input  logic [pADDR_W-1 : 0] iraddr0  ;
  output logic [pDATA_W-1 : 0] ordata0  ;
  input  logic [pADDR_W-1 : 0] iraddr1  ;
  output logic [pDATA_W-1 : 0] ordata1  ;
  output logic  [pTAG_W-1 : 0] ortag    ;
  output logic                 oempty   ;  
  output logic                 oemptya  ;  
  output logic                 ofull    ;  
  output logic                 ofulla   ;  
  localparam int cRAM_ADDR_W  = pADDR_W + pBNUM_W;
  localparam int cRAM_DATA_W  = pDATA_W;
  logic [pBNUM_W-1 : 0] b_wused ;  
  logic [pBNUM_W-1 : 0] b_rused ;  
  logic [cRAM_ADDR_W-1 : 0] ram_waddr;
  logic [cRAM_ADDR_W-1 : 0] ram_raddr0;
  logic [cRAM_ADDR_W-1 : 0] ram_raddr1;
  codec_buffer_nD_slogic
  #(
    .pBNUM_W ( pBNUM_W )
  )
  nD_slogic
  (
    .iclk     ( iclk    ) ,
    .ireset   ( ireset  ) ,
    .iclkena  ( iclkena ) ,
    .iwfull   ( iwfull  ) ,
    .ob_wused ( b_wused ) ,
    .irempty  ( irempty ) ,
    .ob_rused ( b_rused ) ,
    .oempty   ( oempty  ) ,
    .oemptya  ( oemptya ) ,
    .ofull    ( ofull   ) ,
    .ofulla   ( ofulla  )
  );
  assign ram_waddr  = {b_wused, iwaddr};
  assign ram_raddr0 = {b_rused, iraddr0};
  assign ram_raddr1 = {b_rused, iraddr1};
  logic [cRAM_DATA_W-1 : 0] ram0 [0 : (2**cRAM_ADDR_W)-1]  ;
  logic [cRAM_DATA_W-1 : 0] ram_pipe0 [0 : 1];
  always_ff @(posedge iclk) begin
    if (iclkena) begin
      if (iwrite) begin
        ram0[ram_waddr] <= iwdata;
      end
      ram_pipe0[0] <= ram0[ram_raddr0];
      ram_pipe0[1] <= ram_pipe0[0];
    end
  end
  assign ordata0 = ram_pipe0[pPIPE];
  logic [cRAM_DATA_W-1 : 0] ram1 [0 : (2**cRAM_ADDR_W)-1]  ;
  logic [cRAM_DATA_W-1 : 0] ram_pipe1 [0 : 1];
  always_ff @(posedge iclk) begin
    if (iclkena) begin
      if (iwrite) begin
        ram1[ram_waddr] <= iwdata;
      end
      ram_pipe1[0] <= ram1[ram_raddr1];
      ram_pipe1[1] <= ram_pipe1[0];
    end
  end
  assign ordata1 = ram_pipe1[pPIPE];
  logic [pTAG_W-1 : 0] tram [0 : (2**pBNUM_W)-1]  ;
  always_ff @(posedge iclk) begin
    if (iclkena) begin
      if (iwfull)
        tram [b_wused] <= iwtag;
    end
  end
  assign ortag = tram[b_rused];
endmodule
==> /design/flow/run.sh <==
#!/bin/bash
# OpenROAD 26Q1-2900-gdf79404cd8, Yosys 0.63+post, stock flow scripts
make -C /OpenROAD-flow-scripts/flow DESIGN_CONFIG=/design/flow/config.mk WORK_HOME=/design/flow/orfs finish
==> /design/flow/config.mk <==
export PLATFORM = sky130hd
export DESIGN_NAME = ccsds_turbo_enc_buffer
export DESIGN_NICKNAME = ccsds_turbo_enc_buffer
export VERILOG_FILES = /design/flow/design.v
export SDC_FILE = /design/flow/constraint.sdc
export NUM_CORES = 4
export LEC_CHECK = 1
export CORE_UTILIZATION = 30
export SYNTH_MEMORY_MAX_BITS = 65536
==> /design/flow/constraint.sdc <==
current_design ccsds_turbo_enc_buffer

set clk_period 3.3
set clk_io_pct 0.2

create_clock -name clk0 -period $clk_period [get_ports {iclk}]

set non_clock_inputs [all_inputs -no_clocks]
set_input_delay [expr $clk_period * $clk_io_pct] -clock clk0 $non_clock_inputs
set_output_delay [expr $clk_period * $clk_io_pct] -clock clk0 [all_outputs]
==> out/notes.md <==
Logic synthesis
• edfxtp_1 — most common flop cell mapped by yosys
• 62 — number of distinct library cells after synthesis
• 4128 — number of enable flip-flop cells
• 17.13 um2 — mean area per synthesized cell
• 0.1951 mm2 — netlist area before placement
• edfxtp_1 — library cell occupying the most area in the post-synthesis netlist
• 0.1951 mm2 — YS chip area
• 4 — yosys warning tally
• 11390 — cell total in the yosys stat output
• edfxtp_1 (4128), mux2i_1 (1495), mux4_2 (1360) — most numerous cell types in the synthesized netlist
• edfxtp_1 (64%), mux4_2 (16%), mux2i_1 (7.7%) — top cells by area in the synthesized netlist
• 0.09681% — async set or reset register ratio after synthesis
• 4132 — register bit total from synthesis
• edfxtp_1 — most common cell in the netlist
• 11390 — gate count after technology mapping
• 63.52% — Synth top area share
• 63.57% — fraction of the yosys area taken by sequential cells

Clock tree
• clkbuf_16 — clock root buffer
• 1070 ps — clk ins delay skew pair
• 60 ps — Clock transition at path regs
• built — CTS tree
• 4132 — TritonCTS Sinks
• 420 — clock buffers created by TritonCTS
• 5 — total number of H-tree levels
• 4 — clock buffer depth

Route
• 5.515 — per-cell via count in the routed design
• 673000 um — Final Routed Wirelength
• 30.22 um — Wirelength per Cell
• 122800 — total number of vias
• 0 — ANT nets after route
• 0 — DRC violations left
• 8981 — First DRT Iteration DRCs
• 6 — number of iterations in the first detailed-routing pass

Timing
• 7.432% — Worst slew margin
• 91.65 ps — Hold WS
• 3266 ps — post-route minimum period
• 0 — # setup viols final
• 34.09 ps — final worst-path setup slack
• 0 — final max-slew violation count
• 0 — hold violation total from the final report
• 98.97% — crit share post-route
• 306.2 MHz — highest clock rate
• 68.62 ps — skew final
• 0 ps — post-route setup TNS
• 1378 ps — slew of the pin with the lowest slew margin

Power and ir drop
• 512.9 mW/mm2 — power per cell area
• 80.23 nW — cell leakage power
• 0.5060 mV — peak ir drop on the vdd network

Place
• -1121 ps — Place WS
• 73 — tally of buffers added on design ports
• 1.011 — gpl congestion
• 21420 — dpl cells
• 473400 um — total half-perimeter wirelength after legalization and detailed placement

Cells and area
• 22.12% — layout overhead on the synthesized area
• 32.64% — fraction of layout cells with a size suffix above 1
• 0.06645 mm2 — Comb area
• 22270 — number of standard cells in the layout, taps in and fillers out
• 0.1241 mm2 — register area
• 59160 — filler cell count in the final layout

Critical path
• nD_slogic.b_rused — worst setup path startpoint
• 4200 ps — worst path arrival time
• ram_pipe1[0][4] — reg2reg end
• flop — Setup crit start kind
• 17 — maximum net fanout on the critical path
• nD_slogic.b_rused — Critical R2R Launch
• 4230 ps — required time of the critical path
• flop — Worst Setup End Kind
• 11 — logic depth of the worst register-to-register path
• reg2reg — critical path type
• ram_pipe1[0][4] — capture point of the critical path
• 30 ps — internal reg-to-reg setup slack

Die
• 0.6537 mm2 — area of the chip
• 0.6467 mm2 — core area
• 30.18% — effective utilization at floorplan
• 808.5 um — Die Width
• 808.5 um — die span in y
• 295 — row cnt
• 75 — IO Pins

GRT
• 952900 um — wire length of the first global-routing pass
• 0 — overall overflow remaining after global route
• 132200 — number of global-route vias before repair
• 21.64% — total global-route track usage
• 108 — maximum number of pins on one net before global-route repair
• 26 — initial antenna violation count

Hold path
• 1 — Hold Path Cell Cnt
• in2reg — hold crit path type

Status
• completed — result of the run

Run
• 0 — number of maximum-capacitance constraint violations
• 48 — stage-log warning count

## through the flow
stage,util [%],power [mW],area [um2]
6_report,36.85,122.2,238300
5_1_grt,36.83,125.1,238200
3_3_place_gp,34.60,73.25,223700
2_1_floorplan,-,65.10,195100
3_5_place_dp,34.60,73.25,223700
4_1_cts,36.81,122.7,238100
## layer usage
metal / track usage [%] / vias to the layer above / routed length (um)
met5: 1.483 / - / 1483
met4: 9.292 / 50 / 36880
met3: 16.43 / 1396 / 116400
met2: 31.39 / 7580 / 302400
met1: 23.80 / 61770 / 215800
li1: - / 52030 / -
## layout by cell type, fill, tap and decap left out, drive strengths merged, types with 14 or more instances in the layout
| master | Yosys | final |
|---|---|---|
| mux4 | 1362 | 1362 |
| o31ai | 26 | 26 |
| o32ai | 14 | 14 |
| buf | 467 | 2318 |
| clkinv | 3 | 185 |
| a21oi | 337 | 337 |
| o2bb2ai | 32 | 32 |
| bufinv | 0 | 62 |
| edfxtp | 4128 | 4128 |
| a211oi | 21 | 21 |
| nor4 | 62 | 62 |
| nor3 | 195 | 195 |
| a2111oi | 14 | 14 |
| nor2 | 739 | 739 |
| nand3 | 89 | 89 |
| o21ai | 222 | 222 |
| clkbuf | 489 | 496 |
| a21o | 14 | 14 |
| o22a | 22 | 22 |
| clkinvlp | 0 | 23 |
| and3 | 22 | 22 |
| inv | 10 | 31 |
| o221ai | 667 | 667 |
| o22ai | 358 | 358 |
| nand2 | 278 | 278 |
| a22oi | 51 | 51 |
| a31oi | 18 | 18 |
| diode | 0 | 63 |
| nand4 | 69 | 69 |
| mux2i | 1495 | 1495 |
| mux2 | 41 | 41 |
| a222oi | 14 | 14 |
| and2 | 17 | 17 |
| clkdlybuf4s50 | 0 | 47 |
## registers in the layout, summed over array words and instances, names as in the netlist
signal               flops
ram1                  4080
ram0                    16
tram                    16
ram_pipe0                8
ram_pipe1                8
nD_slogic.b_is_busy      2
nD_slogic.b_rused        1
nD_slogic.b_wused        1
## worst max-delay path, cell delays in order, from the launching register on
cell and delay, ps:
dfrtp_2 480, buf_12 190, nor2b_2 200, buf_12 150, nand3_1 90, buf_4 160, o22ai_1 90, o21ai_1 390
buf_4 190, or4b_1 540, nor4_4 410, o211a_1 200
## report_power, final
part	leakage [nW]	total (mW)	switching [mW]	internal (mW)
Combinational	36.2	14.2	8.42	5.77
Clock	6.92	49.8	21.2	28.6
Sequential	37.2	58.2	0.316	57.9
Total	80.2	122	30.0	92.2
## kinds of logic (layout without fill, tap and decap cells)
kind of cell | after synthesis | count (layout) | share of synthesized area [%]
mux | 2898 | 2898 | 23.63
compound gates | 1851 | 1851 | 6.719
buf+inv | 969 | 3171 | 2.591
other cells | 0 | 63 | 0
flops | 4132 | 4132 | 63.57
simple gates | 1540 | 1540 | 3.491
## worst min-delay path by stage
stage / endpoint / startpoint
global route: ram1[18][3] / iwdata[3]
finish: ram1[18][3] / iwdata[3]
CTS: ram1[18][3] / iwdata[3]
## layout make-up
| cell class | count | area share (%) |
|---|---|---|
| tap | 8613 | 4.522 |
| inverter | 13 | 0.03203 |
| timing repair buffer | 2374 | 9.457 |
| clock inverter | 288 | 1.404 |
| clock buffer | 496 | 4.575 |
| multi-input combinational | 6289 | 27.88 |
| sequential | 4132 | 52.06 |
| antenna | 63 | 0.06616 |
## what timing repair did
action / 4_1_cts / 5_1_grt
pin swaps: 1 / 4
setup buffers: 1 / 1
setup endpoints to repair: 17 / 11
hold endpoints to repair: 40 / 0
resized: 22 / 16
hold buffers: 3 / 0
No activity file was given, so power comes from the tool's default toggle rates.
