==> flow/design.v <==
module codec_mem_dwc_ablock
#(
  parameter int pWADDR_W  = 8 ,
  parameter int pWDAT_W   = 32 ,  
  parameter int pRADDR_W  = 8+2 ,
  parameter int pRDAT_W   = 8 ,
  parameter bit pPIPE     = 1
)
(
  ireset    ,
  iwclk     ,
  iwclkena  ,
  iwrite    ,
  iwaddr    ,
  iwdat     ,
  irclk     ,
  irclkena  ,
  iraddr    ,
  ordat
);
  input  logic                  ireset   ;
  input  logic                  iwclk    ;
  input  logic                  iwclkena ;
  input  logic                  iwrite   ;
  input  logic [pWADDR_W-1 : 0] iwaddr   ;
  input  logic  [pWDAT_W-1 : 0] iwdat    ;
  input  logic                  irclk    ;
  input  logic                  irclkena ;
  input  logic [pRADDR_W-1 : 0] iraddr   ;
  output logic  [pRDAT_W-1 : 0] ordat    ;
  localparam int cDWC_FACTOR      = (pWDAT_W >= pRDAT_W) ? pWDAT_W/pRDAT_W : pRDAT_W/pWDAT_W;
  localparam int cLOG_DWC_FACTOR  = $clog2(cDWC_FACTOR);
  localparam int cRAM_DAT_W       = (pWDAT_W >= pRDAT_W) ? pRDAT_W  : pWDAT_W;
  localparam int cRAM_ADDR_W      = (pWDAT_W >= pRDAT_W) ? pRADDR_W : pWADDR_W;
  bit   [cRAM_DAT_W-1 : 0] mem  [2**cRAM_ADDR_W]  ;
  logic    [pRDAT_W-1 : 0] rdat [2];
  generate
    if (pWDAT_W == pRDAT_W) begin
      always_ff @(posedge irclk) begin
        if (irclkena) begin
          rdat[0] <= mem[iraddr];
          rdat[1] <= rdat[0];
        end
      end
      always_ff @(posedge iwclk) begin
        if (iwclkena) begin
          if (iwrite) begin
            mem[iwaddr] <= iwdat;
          end
        end
      end
    end
    else if (pWDAT_W > pRDAT_W) begin
      always_ff @(posedge irclk) begin
        if (irclkena) begin
          rdat[0] <= mem[iraddr];
          rdat[1] <= rdat[0];
        end
      end
      always_ff @(posedge iwclk) begin
        if (iwclkena) begin
          if (iwrite) begin
            for (int d = 0; d < cDWC_FACTOR; d++) begin
              mem[{iwaddr, d[cLOG_DWC_FACTOR-1 : 0]}] <= iwdat[d*pRDAT_W +: pRDAT_W];
            end
          end  
        end  
      end  
    end
    else begin  
      always_ff @(posedge irclk) begin
        if (irclkena) begin
          for (int d = 0; d < cDWC_FACTOR; d++) begin
            rdat[0][d*pWDAT_W +: pWDAT_W] <= mem[{iraddr, d[cLOG_DWC_FACTOR-1 : 0]}];
          end
          rdat[1] <= rdat[0];
        end
      end
      always_ff @(posedge iwclk) begin
        if (iwclkena) begin
          if (iwrite) begin
            mem[iwaddr] <= iwdat;
          end  
        end  
      end  
    end
  endgenerate
  assign ordat = rdat[pPIPE];
endmodule
==> flow/run.sh <==
#!/bin/bash
# OpenROAD 26Q1-2900-gdf79404cd8, Yosys 0.63+post, stock flow scripts
make -C /OpenROAD-flow-scripts/flow DESIGN_CONFIG=/design/flow/config.mk WORK_HOME=/design/flow/orfs finish
==> flow/config.mk <==
export PLATFORM = sky130hd
export DESIGN_NAME = codec_mem_dwc_ablock
export DESIGN_NICKNAME = codec_mem_dwc_ablock
export VERILOG_FILES = /design/flow/design.v
export SDC_FILE = /design/flow/constraint.sdc
export NUM_CORES = 4
export LEC_CHECK = 1
export CORE_UTILIZATION = 40
export SYNTH_MEMORY_MAX_BITS = 65536
==> flow/constraint.sdc <==
current_design codec_mem_dwc_ablock

set clk_period 25.3
set clk_io_pct 0.2

create_clock -name clk0 -period $clk_period [get_ports {irclk}]
create_clock -name clk1 -period $clk_period [get_ports {iwclk}]

set non_clock_inputs [all_inputs -no_clocks]
set_input_delay [expr $clk_period * $clk_io_pct] -clock clk0 $non_clock_inputs
set_output_delay [expr $clk_period * $clk_io_pct] -clock clk0 [all_outputs]
==> flow_summary.yaml <==
# yosys + openroad results
power:
  pwr-share-clk: 0.407
  p_comb_frac: 0.054
  ir_drop_mv: 0.08064
  leakage_nw: 111.5
  p_sw_mw: 6.112
  switching_share: 0.2200
  intPower_mw: 21.67
  p_per_area_nw_per_um2: 77.68
  pwr-share-seq: 0.539
setup_path:
  cp_common_cell: "buf_4"
  crit_family: "buffers and inverters"
  critical_path_arrival_ps: 13270
  endpoint_kind: "flip-flop"
  timing.critical_path.buf_inv: 9
  slowest_delay_ps: 830
  path_max_fanout: 64
  slowest_stage: "o2111ai_1"
  path_cells: "buf_16, buf_4, buf_4, buf_4, buf_12, buf_4, buf_4, buf_4, buf_4, mux2i_1, o221ai_1, o22ai_1, a211oi_1, o21ai_0, nor2_1, a21boi_0, o2111ai_1"
  startpoint_type: "input pin"
  critPathRequiredTime_ps: 25200
  crit_type: "in -> reg"
hold_path:
  hold_path.class: "reg -> reg"
route:
  drt-vias-per-instance: 5.788
  vias: 153181
  wl_um: 872900
  dr.pass1.iters: 6
  wl_per_cell_um: 32.98
  first_iter_violations: 10744
  drtAntennaViolNets: 0
  drc: 0
clock_tree:
  ctsResizeCount: 0
  cts_tree: "done"
  cts.sinks: 8208
  cts_hold_buf: 0
  post-cts-setup-buffers: 0
  clkTransAtPathRegs_ps: 40
cells_and_area:
  area_delta_synth_final_pct: 13.61
  drive_gt1_frac: 0.2537
  final_area_um2: 357600
  n_fill_cell: 63787
  utilization: 0.4564
synth:
  synth_cell_type_count: 69
  top_area_frac: 0.7830
  synthCells: 14346
  yosys_warnings: 2
  yosys-top-cells-count: "edfxtp_1 (8208), mux4_2 (1613), mux2i_1 (1080)"
  syn_area_per_cell_um2: 21.94
  yosys_cells: 14346
  yosys.stat.seqShare: 0.7830
  synthArstFlopShare: 0
  syn_area_um2: 314800
  post-synth-top-count-cell: "edfxtp_1"
  flop_cell: "edfxtp_1"
  top_cells_by_area: "edfxtp_1 (78%), mux4_2 (12%), mux2i_1 (3.4%), o221ai_1 (0.76%), a22oi_1 (0.62%)"
  ys_chip_area_um2: 314800
  edf_count: 8208
  top_area_cell: "edfxtp_1"
  synth_flops: 8208
sta:
  fin_skew_ps: 1.319
  rsz0062_at_grt: "false"
  tightest_slew_ps: 1125
  fin_ws_ps: 11930
  hold_violations: 0
  fin_tns_setup_ps: 0
  slew_violations: 0
  relSlewSlack: 0.2432
  hold_ws_ps: 417.4
  setup_viol: 0
floorplan:
  core_um2: 783600
  die-height_um: 889.1
  die_w_um: 889.1
  io_pins: 64
  die-area_um2: 790500
  num_rows: 325
  fp_util: 0.4017
run_status:
  status: "finished, final reports clean"
placed_design:
  dpl_cell_area_um2: 332900
  io_buffers: 61
  globalplace.congestion: 0.8716
  dp_slack_ps: 11650
  dp_hpwl_um: 518500
global_route:
  grt_start_max_net_pins: 90
  antenna_found_initial: 42
  grt_pass1_vias: 167990
  grt_pass1_wl_um: 1236000
  grt_util_all_layers: 0.2437
  grt.overflow.total: 0
run:
  maxCapViolCount: 0
  warning_count: 29
metal layers:
| metal | up-vias | track usage | wire length [um] |
|---|---|---|---|
| li1 | 63144 | - | - |
| met1 | 77991 | 0.2744 | 263900 |
| met2 | 10479 | 0.3447 | 398700 |
| met3 | 1510 | 0.2149 | 173800 |
| met4 | 57 | 0.07293 | 34340 |
| met5 | - | 0.02008 | 2084 |
logic make-up after synthesis:
group           synth area share
compound gates           0.03389
buf+inv                  0.01636
flops                     0.7830
mux                       0.1515
simple gates             0.01525
worst reg2reg max path, cell delays in order (launching register included):
cell	delay [ps]
edfxtp_1	350
mux2_2	260
a221oi_1	570
a31oi_1	250
a2111o_1	580
o311ai_4	140
buf_4	380
nor4_1	180
a41oi_1	540
o2111ai_1	660
cell type report:
type / instances / area [um2] / share of cell area
Antenna cell: 56 / 140.1 / 0.0003918
Clock buffer: 1014 / 20870 / 0.05834
Clock inverter: 429 / 3781 / 0.01057
Inverter: 6 / 45.04 / 0.0001259
Multi-Input combinational cell: 5285 / 65200 / 0.1823
Sequential cell: 8208 / 246500 / 0.6892
Tap cell: 10464 / 13090 / 0.03661
Timing Repair Buffer: 1004 / 8040 / 0.02248
final timing paths:
| kind | to | slack (ps) | cells after the start | from |
|---|---|---|---|---|
| max | rdat[0][0]$_DFFE_PP_ | 11930 | 17 | iraddr[0] |
| min | rdat[1][3]$_DFFE_PP_ | 420 | 0 | rdat[0][3]$_DFFE_PP_ |
| max reg2reg | rdat[0][6]$_DFFE_PP_ | 20010 | 9 | mem[674][6]$_DFFE_PP_ |
| min reg2reg | rdat[1][3]$_DFFE_PP_ | 420 | 0 | rdat[0][3]$_DFFE_PP_ |
| max in group clk1 | mem[201][1]$_DFFE_PP_ | 16990 | 6 | iwaddr[0] |
| min in group clk1 | mem[225][6]$_DFFE_PP_ | 4290 | 1 | iwdat[14] |
cells in the final DEF (no fill, tap or decap), types with 13 or more instances in the layout:
cell / netlist / layout
a2111oi_0: 23 / 16
a211oi_1: 85 / 79
a21oi_1: 236 / 236
a221oi_1: 83 / 80
a22o_1: 41 / 41
a22oi_1: 259 / 259
a31oi_1: 29 / 29
buf_4: 128 / 933
buf_8: 10 / 35
bufinv_16: 0 / 39
clkbuf_1: 322 / 212
clkbuf_16: 0 / 802
clkdlybuf4s50_1: 0 / 21
clkinv_1: 1 / 202
clkinv_16: 0 / 23
clkinv_2: 0 / 128
diode_2: 0 / 56
edfxtp_1: 8208 / 8208
mux2_2: 49 / 49
mux2i_1: 1080 / 1080
mux4_2: 1613 / 1613
nand2_1: 181 / 175
nand3_1: 118 / 106
nand4_1: 36 / 36
nor2_1: 388 / 123
nor2_2: 0 / 101
nor2_4: 0 / 164
nor2b_1: 30 / 23
nor3_1: 143 / 127
nor3_2: 0 / 15
nor4_1: 47 / 31
nor4_2: 0 / 13
o2111ai_1: 19 / 19
o211ai_1: 39 / 39
o21ai_0: 142 / 141
o221ai_1: 272 / 272
o22ai_1: 228 / 228
or3_1: 21 / 20
power groups by stage:
stage	sequential (mW)	clock, mW	combinational, mW
4_1_cts	15.0	11.5	1.50
5_1_grt	15.0	12.0	1.58
6_report	15.0	11.3	1.49
flip-flops by register name, indices dropped and copies added, names as in the netlist:
name  count
mem    8192
rdat     16
stage by stage:
stage | cells | total power [mW]
after floorplan | 14346 | 15.97
after global placement | 24967 | 16.76
after detailed placement | 24967 | 16.76
after CTS | 26410 | 27.96
after global routing | 26425 | 28.54
final | 26466 | 27.78
No activity file was given, so power comes from the tool's default toggle rates.
